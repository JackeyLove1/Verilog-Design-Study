$ cat flow/config.mk
export PLATFORM = sky130hd
export DESIGN_NAME = mult_4
export DESIGN_NICKNAME = mult_4
export VERILOG_FILES = /design/flow/design.v
export SDC_FILE = /design/flow/constraint.sdc
export NUM_CORES = 4
export LEC_CHECK = 1
export CORE_AREA = 10 10 70 70
export DIE_AREA = 0 0 80 80
$ cat flow/constraint.sdc
current_design mult_4

set clk_period 5.9
set clk_io_pct 0.2

create_clock -name clk0 -period $clk_period

set non_clock_inputs [all_inputs -no_clocks]
set_input_delay [expr $clk_period * $clk_io_pct] -clock clk0 $non_clock_inputs
set_output_delay [expr $clk_period * $clk_io_pct] -clock clk0 [all_outputs]
$ cat flow/design.v
module mult_4(X, Y, Product);
    input[3:0] X, Y;
    output[7:0] Product;
    assign Product = X * Y;
endmodule
$ cat flow/run.sh
#!/bin/bash
# OpenROAD 26Q1-2900-gdf79404cd8, Yosys 0.63+post, stock flow scripts
make -C /OpenROAD-flow-scripts/flow DESIGN_CONFIG=/design/flow/config.mk WORK_HOME=/design/flow/orfs finish
==> Slide: Implementation Results <==
Synthesis and Place & Route Summary

Synth
  • YS chip area: around 450 µm²
  • Post-synthesis sequential area ratio: 0%
  • Cell accounting for the most synthesized area: ha_1
  • Top cells, area: ha_1, and2_1, fa_1
  • Post-Synthesis Cells: a little over 50
  • Cell variety after synth: 17
  • YS warnings: 0
  • Yosys cell count: 51
  • Syn Std Cell Area: between 400 and 500 µm²
  • Top-area cell share: about a third
  • Avg Inst Size Synth: slightly below 9 µm²

Power
  • Leakage: between 0.0003 and 0.0004 µW
  • Combinational share of power: ~100%
  • Total power draw: about 64 µW
  • Cell internal pwr: ~40 µW
  • Peak supply drop: approximately 29 µV
  • Sw power: between 20 and 25 µW
  • PD cells: ~96 nW/µm²
  • Seq pwr share: 0%
  • Clock share of power: 0%
  • Switching share of power: 37.27%

Floorplan
  • Chip width: 80 µm
  • Fp_density: between 10% and 20%
  • DIE HEIGHT: ~80 µm
  • I/O pin cnt: 16
  • Core Rows: 21
  • Core ar.: about 3400 µm²
  • Full die area: roughly 6400 µm²

Timing
  • Min cycle time layout: roughly 5600 ps
  • Cycle use final: about 95%
  • Setup violations, final: 0
  • PnR worst setup slack: ~320 ps
  • Slew margin rel.: 80.77%
  • Hold Vio Cnt, Final: 0
  • Final slew viol count: 0
  • RSZ-0062 raised after global routing: false
  • Setup TNS Final: 0 ps
  • Max Clock Freq: around 180 MHz
  • Tightest Pin Transition: 286.7 ps

Final layout
  • FF+latch area: 0 µm²
  • Most frequent logic cell in the layout: clkdlybuf4s50_1
  • Util after Layout: 19.45%
  • Area added between synthesis and finish: 48.74%
  • Clk_buf instances: 0
  • Top cells excl fill/tap: clkdlybuf4s50_1, and2_1, ha_1
  • Fraction of layout cells with a size suffix above 1: between 1 and 1.5%
  • Registers: 0
  • Final instance area: roughly 660 µm²

Route
  • ANT cells: 0
  • Final Routed Wirelength: 960 µm
  • Drt initial violations: 2
  • Post-route DRC: 0
  • Routed WL per cell: around 8.5 µm
  • Drt first pass iters: 4
  • Antenna Nets Post-Route: 0
  • Vias: around 390
  • Vias per cell: roughly 3.5

Hold path
  • Hold WC Path Type: input pin to primary output

CTS
  • Post-cts sizing count: 0
  • CTS hold repair buffers: 0
  • Post-CTS setup buffers: 0

Worst setup path
  • Req. time, crit path: 4720 ps
  • Maximum net fanout on the critical path: 4
  • CP Capture Type: primary output
  • Crit Path Category: input pin to primary output
  • Setup crit start kind: input pin
  • WP data arrival: ~4400 ps

Placement
  • Area after DPL: between 600 and 700 µm²
  • RePlAce Congestion: approximately 0.80
  • Port-buffer cells: 16
  • Hpwl dp: approximately 940 µm
  • Place WS: between 200 and 300 ps

GRT
  • Vias in the first global route: 388
  • Largest net degree at the start of global routing: 6
  • Tot GR Track Use: 2.988%
  • First-pass GRT wire length: ~1700 µm
  • Initial antenna violation count: 0
  • GRT overflow: 0

Run
  • OpenROAD warnings: 32
  • Max Cap Violations: 0

Outcome
  • Outcome: finished, final reports clean
critical path, stage by stage:
cell and delay (ps):
clkdlybuf4s50_1 510, nand2_1 90, fa_1 530, inv_1 50
fa_1 520, ha_1 320, a211oi_1 80, or4b_1 500
o2111ai_1 110, clkdlybuf4s50_1 500
layer usage:
| layer | vias up | global-route usage (%) | part of all wire, % |
|---|---|---|---|
| li1 | 212 | - | - |
| met1 | 169 | 4.524 | 53 |
| met2 | 10 | 4.494 | 42 |
| met3 | 0 | 0.5682 | 4.8 |
| met4 | 0 | 0 | 0 |
| met5 | - | 0 | 0 |
cells by family (layout without fill, tap and decap cells):
kind of cell	count (synthesis)	count (layout)	synth area share [%]
buffers and inverters	3	19	2.521
AND-OR/OR-AND	9	9	13.45
XOR/XNOR	3	3	5.883
adder cells (fa/ha/maj)	16	16	51.54
AND/OR/NAND/NOR	20	20	26.61
path summary, 6_finish.rpt:
kind / from / endpoint / cells after the start
worst min-delay path: X[0] / Product[0] / 3
worst max-delay path: X[0] / Product[7] / 10
cell type report:
class | instances | area (µm²)
well taps | 46 | 57.56
repair buffers | 16 | 160.2
fillers | 395 | 2751
multi-input cells | 48 | 435.4
inverters | 3 | 11.26
power by group through the flow:
| stage | clock (µW) | sequential, µW | combinational [µW] |
|---|---|---|---|
| 5_1_grt | 0 | 0 | 72.9 |
| 6_report | 0 | 0 | 63.5 |
| 4_1_cts | 0 | 0 | 65.9 |
synthesized netlist by cell type, drive strengths merged:
library cell and instances:
nand2 3, or4b 1, and2 13, ha 12, nor2 2, a211oi 1
fa 4, o21ai 1, o2111ai 1, xnor2 2, xor2 1, a21o 2
a21oi 3, and3b 1, o211ai 1, inv 3
stage by stage:
step / hold WS [ps] / instances
finish: 3364 / 113
global route: 3423 / 113
detailed placement: 3383 / 113
CTS: 3383 / 113
global placement: 3385 / 113
floorplan: 2432 / 51
Power and IR drop assume default switching activity.
