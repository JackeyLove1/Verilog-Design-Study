## design/flow/run.sh

```bash
#!/bin/bash
# OpenROAD 26Q1-2900-gdf79404cd8, Yosys 0.63+post, stock flow scripts
make -C /OpenROAD-flow-scripts/flow DESIGN_CONFIG=/design/flow/config.mk WORK_HOME=/design/flow/orfs finish
```

## design/flow/config.mk

```make
export PLATFORM = sky130hd
export DESIGN_NAME = add_4
export DESIGN_NICKNAME = add_4
export VERILOG_FILES = /design/flow/design.v
export SDC_FILE = /design/flow/constraint.sdc
export NUM_CORES = 4
export LEC_CHECK = 1
export CORE_AREA = 10 10 70 70
export DIE_AREA = 0 0 80 80
```

## design/flow/constraint.sdc

```tcl
current_design add_4

set clk_period 1.9
set clk_io_pct 0.2

create_clock -name clk0 -period $clk_period

set non_clock_inputs [all_inputs -no_clocks]
set_input_delay [expr $clk_period * $clk_io_pct] -clock clk0 $non_clock_inputs
set_output_delay [expr $clk_period * $clk_io_pct] -clock clk0 [all_outputs]
```

## design/flow/design.v

```verilog
module add_4 (X, Y, sum, C);
    input[3:0]      X, Y;
    output[3:0]     sum;
    output          C;
    assign {C, sum} = X + Y;
endmodule  
```

==> flow_summary_export.csv <==
group,metric,value,unit
pwr,p_sw,27.5,uW
detailed_routing,dr_wl_met3,114,um
finish,area_growth,168,%
logic_synthesis,yosysWarnings,0,
logic_synthesis,postSynthSeqShare,0,%
final_timing,relSlewSlack,90.5,%
critical_path,critPathMaxFanout,3,
final_timing,fmax,550,MHz
place,place_ws,-685,ps
detailed_routing,routed_wl,559,um
logic_synthesis,area_leaders,"ha_1 (37%), fa_1 (15%), xnor2_1 (13%), inv_1 (11%), a21oi_2 (6.4%)",
critical_path,path_class,"primary input to primary output",
place,globalplace.congestion,0.767,
final_timing,finalMaxSlewViolations,0,
detailed_routing,met2_length,170,um
final_timing,min_period,1820,ps
finish,flops,0,
hold_path,worstHoldPathType,"primary input to primary output",
pwr,p_seq_share,0,%
final_timing,timing.setup.tns,0,ps
final_timing,finalClockPeriodUsage,95.7,%
final_timing,setup_violations,0,
pwr,peakVddDrop,0.0330,mV
die,dieHeight,80,um
logic_synthesis,yosys-stat-cells,16,
logic_synthesis,common_cells,"ha_1 (4), inv_1 (4), xnor2_1 (2)",
detailed_routing,via_per_inst,2.12,
global_route,antenna_found_initial,1,
logic_synthesis,top_area_cell,"ha_1",
finish,drive_gt1_share,43.3,%
hold_path,min_delay_path_depth,5,
die,fp_util,3.99,%
die,core,3420,sq um
pwr,intPower,51.8,uW
place,portBuffers,13,
detailed_routing,drc_errors,0,
hold_path,whs_endpoint,"sum[3]",
finish,n_clock_buffer,0,
finish,regArea,0,sq um
pwr,p_comb_share,100.0,%
logic_synthesis,synth_cells,16,
detailed_routing,wl_met1,274,um
detailed_routing,drt_iter0_markers,0,
logic_synthesis,yosys_area,136,sq um
final_timing,worst_slack,80.8,ps
global_route,gr-total-overflow,0,
logic_synthesis,syn_area_per_cell,8.52,sq um
logic_synthesis,netlist_area,136,sq um
global_route,grt_pass1_vias,155,
flow_run,warnings,32,
final_timing,grt_setup_unrepaired,"no",
critical_path,critPathArrivalTime,1440,ps
detailed_routing,wl_per_cell,7.26,um
global_route,grt_pass1_wl,800,um
logic_synthesis,ys_types,9,
detailed_routing,drtPass1Iterations,1,
final_timing,hold_viol_final,0,
critical_path,startpoint_type,"primary input",
logic_synthesis,top_cell_area_share,36.7,%
critical_path,worstPathRequired,1520,ps
final_timing,tightest_slew,142,ps
pwr,cellLeakagePower,0.161,nW
global_route,grt_usage,1.52,%
pwr,switching_share,34.7,%
die,die_w,80,um
flow_run,cap_violations,0,
detailed_routing,drtAntennaViolNets,0,
die,dieArea,6400,sq um
clock_network,hold_buffers,0,
hold_path,holdCritStartpoint,"X[3]",
pwr,power_density,217,nW/um^2
outcome,status,"finished clean",
detailed_routing,dr_total_vias,163,
die,pin_count,13,
critical_path,end_kind,"primary output",
global_route,grt_max_degree,4,
pwr,clkPwrFrac,0,%
detailed_routing,top_layer,"met3",
die,std_cell_rows,21,
-- placed cells by master, fill, tap and decap left out, drive strengths merged --
| cell type | n |
|---|---|
| dlygate4sd2 | 5 |
| buf | 5 |
| inv | 4 |
| ha | 4 |
| xnor2 | 2 |
| dlymetal6s2s | 2 |
| diode | 1 |
| nor2b | 1 |
| o21ai | 1 |
| nand2b | 1 |
| a21o | 1 |
| a21oi | 1 |
| fa | 1 |
| clkdlybuf4s15 | 1 |
| clkdlybuf4s50 | 1 |
-- routing by layer --
layer | vias to the layer above | global-route usage [%]
met4 | 0 | 0
met3 | 0 | 1.36
li1 | 82 | -
met2 | 11 | 1.93
met1 | 70 | 1.98
met5 | - | 0
-- power by group through the flow --
stage | clock network (mW) | logic (mW) | registers [mW]
global route | 0 | 0.0914 | 0
CTS | 0 | 0.0796 | 0
finish | 0.0000000703 | 0.0793 | 0
-- worst max-delay path by stage --
stage | startpoint | to | slack (ps)
6_report | X[2] | C | 80
4_1_cts | Y[3] | sum[3] | 3
5_1_grt | Y[0] | C | 10
-- stage by stage --
| step | instance area (sq um) | std cells | util, % | hold slack, ps | power, mW |
|---|---|---|---|---|---|
| 6_report | 365 | 77 | 10.7 | 1300 | 0.0793 |
| 5_1_grt | 363 | 76 | 10.6 | 1340 | 0.0914 |
| 4_1_cts | 345 | 76 | 10.1 | 1370 | 0.0796 |
| 3_5_place_dp | 324 | 75 | 9.49 | 1820 | 0.0806 |
| 3_3_place_gp | 324 | 75 | 9.49 | 1850 | 0.0805 |
| 2_1_floorplan | 136 | 16 | - | 832 | 0.0254 |
-- cell families (layout without fill, tap and decap cells) --
| logic type | Yosys count | count (layout) | synth area share, % |
|---|---|---|---|
| xor gates and xnor gates | 2 | 2 | 12.8 |
| other | 0 | 1 | 0 |
| adders and majority gates | 5 | 5 | 51.4 |
| buffers and inverters | 4 | 18 | 11.0 |
| and+or+nand+nor | 2 | 2 | 9.18 |
| AOI/OAI and AO/OA | 3 | 3 | 15.6 |
-- final cells by class --
type	count	area, sq um
repair buffers	14	129
inverters	4	15.0
diodes	1	2.50
well taps	46	57.6
fillers	398	3050
multi-input cells	12	161
-- critical path: stages --
cell and delay, ps:
dlygate4sd2_1 260, ha_4 250, nor2b_1 120, o21ai_1 130
nand2b_1 60, dlygate4sd2_1 230
-- repair_timing --
item                       CTS  global route
setup endpoints to repair    5             2
resized                     31             3
buffers inserted             1             0
pin swaps                    5             1
Power figures rest on the tool's default switching activity, not on a simulated workload.
